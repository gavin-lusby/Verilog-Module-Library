File: flow/run.sh
#!/bin/bash
# OpenROAD 26Q1-2900-gdf79404cd8, Yosys 0.63+post, stock flow scripts
make -C /OpenROAD-flow-scripts/flow DESIGN_CONFIG=/design/flow/config.mk WORK_HOME=/design/flow/orfs finish
File: flow/config.mk
export PLATFORM = sky130hd
export DESIGN_NAME = ROM_block
export DESIGN_NICKNAME = ROM_block
export VERILOG_FILES = /design/flow/design.v
export SDC_FILE = /design/flow/constraint.sdc
export NUM_CORES = 4
export LEC_CHECK = 1
export CORE_AREA = 10 10 70 70
export DIE_AREA = 0 0 80 80
File: flow/constraint.sdc
current_design ROM_block

set clk_period 3.8
set clk_io_pct 0.2

create_clock -name clk0 -period $clk_period

set non_clock_inputs [all_inputs -no_clocks]
set_input_delay [expr $clk_period * $clk_io_pct] -clock clk0 $non_clock_inputs
set_output_delay [expr $clk_period * $clk_io_pct] -clock clk0 [all_outputs]
File: flow/design.v
`timescale 1ns / 1ps
module ROM_block(
        input logic[11:0]addr,
        output logic [31:0] data
    );
    always_comb
    begin
        case(addr)
              12'b00000000: data = 32'b00011001010111110111101100001001;
              12'b00000001: data = 32'b00110010101111101101001101100111;
              12'b00000010: data = 32'b11011100100100110001010001010001;
              12'b00000011: data = 32'b01011101001101010100100100000111;
              12'b00000100: data = 32'b10001011001110111001101110101110;
              12'b00000101: data = 32'b01110010100111110100110110011011;
              12'b00000110: data = 32'b01101010010110001010001111111110;
              12'b00000111: data = 32'b01010111001011000111111110000001;
              default: data=31'b0;
        endcase
    end
endmodule
==> qor.json <==
{
  "status": "complete, no violations",
  "grt_use_total": 0.0623,
  "fp-row-count": 21,
  "holdWs_ns": 2.50,
  "ys_types": 22,
  "pwr-share-comb": 1.000,
  "synth.top_cell.area_share": 0.197,
  "number_of_antenna_repair_diodes": 0,
  "finalWirelength_um": 2130,
  "post-route-drc-count": 0,
  "gr-total-overflow": 0,
  "place_inst": 166,
  "synth.avg_cell_area_um2": 6.97,
  "firstDrtPassIters": 3,
  "design.seq.count": 0,
  "post_synth_instance_area_um2": 572,
  "cts_hold_buf": 0,
  "fp.dieH_um": 80,
  "worstPathRequired_ns": 3.04,
  "sequential_cell_area_um2": 0,
  "final.min_clock_period_ns": 3.53,
  "yosys.area_share.xor_xnor": 0,
  "critPathMaxStageDelay_ns": 0.61,
  "synthAdderAreaFrac": 0.197,
  "tool_warnings": 39,
  "ys_cells": 82,
  "antenna_found_initial": 0,
  "place.detailed.hpwl_um": 1850,
  "layout.area.comb_um2": 500,
  "synth_top_cell_by_area": "sky130_fd_sc_hd__ha_1",
  "drv.max_cap_violation_count": 0,
  "synthCells": 82,
  "synthesis.yosys.warnings": 1,
  "pin_count_of_the_biggest_net_entering_global_routing": 29,
  "clock.fmax_mhz": 284,
  "routed_via_density": 4.14,
  "seqPwrFrac": 0,
  "start_kind": "primary input",
  "postSynthSeqShare": 0,
  "final-hold-violation-count": 0,
  "placed_area_mm2": 0.00103,
  "final_cell_count_no_fill": 166,
  "core_util_floorplan": 0.167,
  "cellPowerDensity_mw_per_mm2": 48.8,
  "synthSimpleGateAreaFrac": 0.451,
  "synthTopCellsByArea": "sky130_fd_sc_hd__ha_1 (20%), sky130_fd_sc_hd__a211oi_1 (13%), sky130_fd_sc_hd__nor2_1 (11%)",
  "top_cells_by_count": "sky130_fd_sc_hd__nor2_1 (16), sky130_fd_sc_hd__nand2_1 (12), sky130_fd_sc_hd__a211oi_1 (10)",
  "maxSlewHeadroom": 0.747,
  "chip_area_mm2": 0.00640,
  "drt_iter0_markers": 10,
  "critical_path.slowest_cell": "sky130_fd_sc_hd__clkdlybuf4s50_1",
  "swShare": 0.534,
  "post_cts_resized": 0,
  "synthAoiAreaFrac": 0.228,
  "netlist_logic_family_top": "simple AND/OR/NAND/NOR gates",
  "cts_setup_buffers": 0,
  "p_switching_uw": 26.8,
  "worst_path_arrival_ns": 2.77,
  "area_growth_syn_to_layout_pct": 79.9,
  "die_x_um": 80,
  "place.gp.congestion": 0.855,
  "mux_area_frac": 0,
  "cp_cell_sequence": "clkdlybuf4s50_1 -> inv_1 -> ha_1 -> nand2_1 -> nor4b_2 -> clkdlybuf4s50_1",
  "final_antenna_net_count": 0,
  "timing.setup.critical_path_class": "primary input to primary output",
  "top_level_port_count": 44,
  "final_layout_clock_buffer_total": 0,
  "post-synth-top-count-cell": "sky130_fd_sc_hd__nor2_1",
  "layout_worst_path_cycle_share": 0.928,
  "worst_pin_slew_ns": 0.374,
  "holdCritPathClass": "primary input to primary output",
  "post-route-cell-area_mm2": 0.00103,
  "fin_total_pwr_uw": 50.2,
  "dr_total_vias": 688,
  "intPower_uw": 23.4,
  "final-max-slew-violation-count": 0,
  "grt_first_pass_wirelength_um": 3310,
  "final-setup-viol-count": 0,
  "avgRoutedWirePerCell_um": 12.8,
  "io_buffers": 44,
  "core_area_mm2": 0.00342,
  "cpMostUsedCell": "sky130_fd_sc_hd__clkdlybuf4s50_1",
  "peakVddDrop_mv": 0.0345,
  "final.setup.tns_ns": 0,
  "layout.filler_cells": 390,
  "share_of_layout_cells_above_drive_strength_1": 0.0833,
  "path_max_fanout": 7,
  "power_leakage_nw": 0.367,
  "power_frac_clock": 0,
  "grt_setup_unrepaired": "no",
  "via_count_of_the_first_global_routing_pass": 683,
  "yosysChipArea_um2": 572,
  "endpoint_kind": "primary output"
}
-- power by group through the flow --
stage	registers (mW)	clock network [mW]	logic [mW]
finish	0	0	0.0502
CTS	0	0	0.0506
global route	0	0	0.0558
-- cells in the final DEF (no fill, tap or decap), types with 2 or more instances in the layout --
master,n
sky130_fd_sc_hd__ha_1,9
sky130_fd_sc_hd__a211oi_1,10
sky130_fd_sc_hd__a21oi_1,2
sky130_fd_sc_hd__nor3_1,2
sky130_fd_sc_hd__nor2_1,16
sky130_fd_sc_hd__buf_4,3
sky130_fd_sc_hd__a2111oi_2,3
sky130_fd_sc_hd__nand2b_1,7
sky130_fd_sc_hd__nor2b_1,2
sky130_fd_sc_hd__nand2_1,12
sky130_fd_sc_hd__inv_1,2
sky130_fd_sc_hd__clkdlybuf4s50_1,44
-- final cells by class --
type | instances | share of cell area
Inverter | 2 | 0.00730
Tap cell | 46 | 0.0560
Multi-Input combinational cell | 71 | 0.487
Timing Repair Buffer | 47 | 0.450
-- critical path, delay by kind of cell --
| family | cells | cell delay [ns] |
|---|---|---|
| adders and majority gates | 1 | 0.36 |
| buffers and inverters | 3 | 1.29 |
| and+or+nand+nor | 2 | 0.34 |
-- cells by family (layout without fill, tap and decap cells) --
| family | Yosys count | in the layout |
|---|---|---|
| adder cells (fa/ha/maj) | 9 | 9 |
| AND-OR/OR-AND | 15 | 15 |
| buffers and inverters | 11 | 49 |
| AND/OR/NAND/NOR | 47 | 47 |
-- stage by stage --
| stage | worst slack, ns | utilization |
|---|---|---|
| after floorplan | 1.41 | - |
| after global placement | 0.249 | 0.301 |
| after detailed placement | 0.255 | 0.301 |
| after CTS | 0.256 | 0.301 |
| after global routing | 0.0718 | 0.301 |
| final | 0.275 | 0.301 |
-- layer usage --
metal / part of all wire / wire length, um / vias up / global-route usage
met5: 0 / 0 / - / 0
met4: 0 / 0 / 0 / 0
met3: 0.050 / 107 / 0 / 0.0136
met2: 0.52 / 1110 / 18 / 0.119
met1: 0.43 / 913 / 305 / 0.0725
li1: - / - / 365 / -
-- final timing paths --
| kind | from | slack (ns) | end | cells after the start |
|---|---|---|---|---|
| max | addr[0] | 0.27 | data[21] | 6 |
| min | addr[3] | 2.50 | data[7] | 3 |
Power is estimated from default activity; no workload was simulated.
