$ cat ./config.mk
export PLATFORM = sky130hd
export DESIGN_NAME = shift_reg_par_to_ser
export DESIGN_NICKNAME = shift_reg_par_to_ser
export VERILOG_FILES = /design/flow/design.v
export SDC_FILE = /design/flow/constraint.sdc
export NUM_CORES = 4
export LEC_CHECK = 1
export CORE_AREA = 10 10 70 70
export DIE_AREA = 0 0 80 80
$ cat ./constraint.sdc
current_design shift_reg_par_to_ser

set clk_period 1.7
set clk_io_pct 0.2

create_clock -name clk0 -period $clk_period [get_ports {clk_in}]

set non_clock_inputs [all_inputs -no_clocks]
set_input_delay [expr $clk_period * $clk_io_pct] -clock clk0 $non_clock_inputs
set_output_delay [expr $clk_period * $clk_io_pct] -clock clk0 [all_outputs]
$ cat ./design.v
`timescale 1ns / 1ps
module shift_reg_par_to_ser(
    input logic [7:0] par_in,
    input logic clk_in, ser_in, msb_shift, load_not_shift,
    output logic ser_out, latched_msb
    );
    logic [7:0]shift_reg;
    always_ff @(posedge clk_in)
    begin
        if(load_not_shift)
        begin
            shift_reg <= par_in;
            latched_msb <= msb_shift;
        end
        else
        begin
            if(latched_msb) begin
                shift_reg <= {shift_reg[6:0], ser_in};
            end
            else
            begin
                shift_reg <= {ser_in, shift_reg[7:1]};
            end
        end
    end
    always_comb
    begin
        if(latched_msb)
        begin
            ser_out = shift_reg[7];
        end
        else
        begin
            ser_out = shift_reg[0];
        end
    end
endmodule
$ cat ./run.sh
#!/bin/bash
# OpenROAD 26Q1-2900-gdf79404cd8, Yosys 0.63+post, stock flow scripts
make -C /OpenROAD-flow-scripts/flow DESIGN_CONFIG=/design/flow/config.mk WORK_HOME=/design/flow/orfs finish
==> out/summary.txt <==
Top cell area share: 42.38%
top cells by count: 8 x dfxtp_1, 8 x mux2i_1, 8 x nand2_1, 8 x o21ai_1, 2 x buf_6
vias in the first global route: 340
worst-case vdd ir drop: 142.9 uV
Distinct cells, synth: 7
H-tree depth: 1
Routed Antenna Nets: 0
yosys stat chip area: 377.9 um^2
Clock Path Buffers: 2
I/O pins: 14
DR pass1 iterations: 3
Leak: 0.0002375 uW
synthesized area per cell: 10.50 um^2
Die W: 80 um
Crit-path slowest cell: clkdlybuf4s50_1
clk root buf: clkbuf_4
relative slew slack: 89.49%
CTS tree: built
status: completed
routed wire length: 849 um
Synth Warn #: 1
Die Ht: 80 um
CP Class: reg -> out
placer congestion estimate: 0.6590
initial antenna violation count: 0
routed via count: 294
share of cells above drive strength 1: 11.32%
Yosys top cell by area: dfxtp_1
CP Data Required Time: 1.36 ns
Dominant flop cell: dfxtp_1
crit-path max FO: 9
Final Cycle Share: 96.15%
number of max-cap violations: 0
Final Hold Vio Count: 0
cells along the critical path: buf_4 > clkdlybuf4s50_1
Critical Path AT: 1.29 ns
synthesized area: 377.9 um^2
Worst Skew: 0.004497 ns
wire length of the first global-routing pass: 1.393 mm
Flop area: 190.2 um^2
Latency at later pin: 0.25 ns
Synthesized registers: 9
Max Freq: 611.8 MHz
Gate Area: 165.2 um^2
Synth Seq Share: 50.33%
slowest stage delay, CP: 0.48 ns
Pwr Density: 850.8 nW/um^2
Yosys Instances: 36
CTS Hold Bufs: 0
chip area: 6400 um^2
post-route minimum period: 1.635 ns
wire length per cell: 8.576 um
placed cell count: 95
final setup vio count: 0
largest net degree at the start of global routing: 16
Post-CTS Resized: 1
Area Overhead vs Synth: 54.30%
DRC Markers: 0
CTS Sinks: 9
total gr overflow: 0
Pins Over Slew Limit: 0
Min-Delay Path Class: reg -> reg
Rows: 21
total core area: 3416 um^2
synth top area cells: dfxtp_1 42%, mux2i_1 21%, o21ai_1 11%, edfxtp_1 7.9%, nand2_1 7.9%
RSZ-0062 raised after global routing: no
CP Launch Type: register
CP Capture Type: output pin
PortBufs: 13
clock-pin slew on the worst setup and hold paths: 0.06 ns
FP Util: 11.06%
cts bufs inserted: 3
setup tns final: 0 ns
Largest register FFs: 8
vias per inst: 2.970
Slew @ Worst Pin: 0.1532 ns
Iteration-0 DRC Markers: 12
Fillers: 383
fin cells: 99
asr flop ratio synth: 0%
Syn Inst Count: 36
tool warnings: 25
antenna cell count: 0
GRT Util Overall: 2.789%
Post-synth EDFFs: 1
Setup Fix Bufs, Post-CTS: 0
-- per-stage QoR --
stage	cell area, um^2	util (%)	total power [uW]	hold WS (ns)	setup slack, ns
2_1_floorplan	377.9	-	303.0	0.4388	0.5753
3_5_place_dp	558.0	16.34	349.6	0.5225	0.2553
4_1_cts	583.1	17.07	504.6	0.5373	0.03991
6_report	583.1	17.07	496.1	0.5288	0.06545
5_1_grt	583.1	17.07	530.2	0.5713	0.006566
3_3_place_gp	558.0	16.34	348.1	0.5133	0.2621
-- report_power, final --
part	leakage, uW	switching (uW)	internal, uW	total (uW)
clock	0.0000150	65.8	89.9	156
sequential	0.0000772	11.7	239	251
combinational	0.000145	31.3	58.6	89.9
total	0.000237	109	387	496
-- final cells by class --
cell class,instances,area share (%)
clock buffers,4,4.506
multi-input cells,25,28.33
flip-flops and latches,9,32.62
well taps,46,9.871
repair buffers,15,24.68
-- cell usage in the layout, fill, tap and decap left out --
cell,netlist,routed
edfxtp_1,1,1
buf_4,0,2
nand2_1,8,8
clkbuf_4,0,3
mux2_4,1,1
o21ai_1,8,8
dlygate4sd2_1,0,1
clkdlybuf4s50_1,0,12
mux2i_1,8,8
dfxtp_1,8,8
clkbuf_1,0,1
-- critical path: cells and delay by family (launching register included) --
family	cells	cell delay (ns)
DFF	1	0.36
buffers and inverters	2	0.68
-- cells by family (layout without fill, tap and decap cells) --
group / count (synthesis) / in the layout / synth area share (%)
flip-flops: 9 / 9 / 50.33
buffers and inverters: 2 / 19 / 5.960
multiplexers: 9 / 9 / 25.17
AND-OR/OR-AND: 8 / 8 / 10.60
AND/OR/NAND/NOR: 8 / 8 / 7.947
-- worst paths after layout --
path	from	end	slack, ns	depth (start not counted)
setup reg to reg	latched_msb	shift_reg[2]	0.73	3
hold / removal	shift_reg[1]	shift_reg[0]	0.53	2
hold reg to reg	shift_reg[1]	shift_reg[0]	0.53	2
setup / recovery	latched_msb	latched_msb	0.07	2
-- metal layers --
metal	vias to the layer above	track usage, %	routed length (um)
met3	0	1.477	84
li1	157	-	-
met4	0	0.8803	0
met5	-	0	0
met2	5	5.056	484
met1	132	2.619	280
No activity file was given, so power comes from the tool's default toggle rates.
