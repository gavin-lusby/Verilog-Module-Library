File: flow/config.mk
export PLATFORM = sky130hd
export DESIGN_NAME = clk_prescaler
export DESIGN_NICKNAME = clk_prescaler
export VERILOG_FILES = /design/flow/design.v
export SDC_FILE = /design/flow/constraint.sdc
export NUM_CORES = 4
export LEC_CHECK = 1
export CORE_AREA = 10 10 100 100
export DIE_AREA = 0 0 110 110
File: flow/run.sh
#!/bin/bash
# OpenROAD 26Q1-2900-gdf79404cd8, Yosys 0.63+post, stock flow scripts
make -C /OpenROAD-flow-scripts/flow DESIGN_CONFIG=/design/flow/config.mk WORK_HOME=/design/flow/orfs finish
File: flow/design.v
module clk_prescaler(
    input logic clk, ena,
    output logic clk_prescaled = 0
  );
  logic [26:0]counter = 0;
  logic gated_clk = 0;
  logic sync_ena = 0;
  always_ff @(posedge clk)
  begin
    sync_ena <= ena;
  end
  parameter int COUNTER_VALUE = 50_000_000;
  always_ff @(posedge clk)
  begin
    if (sync_ena == 0)
    begin
      counter <= 0;
    end
    else if (counter == COUNTER_VALUE)
    begin
      counter <= 0;
      clk_prescaled <= ~clk_prescaled;
    end
    else
    begin
      counter = counter + 1;
    end
  end
endmodule
File: flow/constraint.sdc
current_design clk_prescaler

set clk_period 3.2
set clk_io_pct 0.2

create_clock -name clk0 -period $clk_period [get_ports {clk}]

set non_clock_inputs [all_inputs -no_clocks]
set_input_delay [expr $clk_period * $clk_io_pct] -clock clk0 $non_clock_inputs
set_output_delay [expr $clk_period * $clk_io_pct] -clock clk0 [all_outputs]
==> summary.json <==
{
  "run_status": "finished clean",
  "floorplan.die_area_sq_mm": 0.01210,
  "cts.sinks": 29,
  "max-slew-margin-rel_pct": 72.39,
  "detail_route.drc_violations": 0,
  "fin_setup_tns_ns": 0,
  "syn-cell-area_sq_mm": 0.001421,
  "grt_usage_pct": 5.283,
  "worst-path-buf-inv": 1,
  "hpwlAfterDp_mm": 2.019,
  "grt_pass1_vias": 1110,
  "critical-path-max-stage-delay_ns": 0.57,
  "synth_seq_share_pct": 41.55,
  "finish.utilization_pct": 20.91,
  "h-tree-depth": 2,
  "timing.critical_path.slowest_stage_cell": "sky130_fd_sc_hd__or4_4",
  "floorplanUtilization_pct": 18.21,
  "dr.first_iter.drc_count": 68,
  "route.detailed.vias_per_inst": 4.393,
  "synth.yosys.num_cells": 161,
  "path_clk_slew_ns": 0.06,
  "yosysWarningCount": 1,
  "cp_data_arrival_time_ns": 2.52,
  "port_buffers": 2,
  "detailed_place.area_sq_mm": 0.001531,
  "ctsHoldBuffers": 0,
  "worstPathRequired_ns": 3.36,
  "synth_flops": 29,
  "synthDistinctLibCells": 29,
  "dr_total_vias": 1173,
  "routed_wire_length_per_instance_microns": 10.99,
  "rsz0062_at_grt": "no",
  "mostFrequentLayoutCell": "sky130_fd_sc_hd__dfxtp_1",
  "start_kind": "flip-flop",
  "pwr_density_cell_mw_per_mm2": 441.1,
  "post_cts_resized": 0,
  "grt_overflow_total": 0,
  "layout_top_cells_excl_fill_tap": "sky130_fd_sc_hd__dfxtp_1, sky130_fd_sc_hd__nor2_1, sky130_fd_sc_hd__or4_1",
  "gp_congestion": 0.8234,
  "max-cap-violations": 0,
  "grt_start_max_net_pins": 19,
  "slew_violations": 0,
  "area_growth_pct": 14.88,
  "drive_gt1_share_pct": 9.091,
  "ioPinCount": 3,
  "ant_diodes": 0,
  "grt_pass1_wl_mm": 5.319,
  "power.static_leakage_nw": 0.5049,
  "die_width_microns": 110,
  "final-hold-violation-count": 0,
  "cts.path.max_buffers": 2,
  "cpLargestDelayFamily": "simple AND/OR/NAND/NOR gates",
  "clock_latency_on_the_worst_skew_pair_ns": 0.28,
  "clock-root-buffer": "sky130_fd_sc_hd__clkbuf_8",
  "rows": 32,
  "postCtsSetupRepairBufs": 0,
  "clock_tree_from_tritoncts": "built",
  "worst_clock_skew_ns": 0.005172,
  "final_design_area_no_fill_sq_mm": 0.001633,
  "vertical_extent_of_the_die_microns": 110,
  "drt.antenna.violating_nets": 0,
  "timing.hold.worst.class": "reg2reg",
  "nFillCells": 857,
  "crit_chain": "or4_1, or4_4, o41ai_4, buf_4, nor2_1",
  "first_pass_iters": 4,
  "synth_cells": 161,
  "final-setup-viol-count": 0,
  "cts_buffers": 5,
  "worst_hold_slack_ns": 0.4962,
  "crit_fanout": 18,
  "worstSetupEndpointType": "flip-flop",
  "placeableCoreArea_sq_mm": 0.007807,
  "tightestPinTransition_ns": 0.4129,
  "layout_min_cycle_time_ns": 2.356,
  "tool_warnings": 26,
  "syn-mean-instance-area_sq_um": 8.828,
  "fmax_mhz": 424.5,
  "grt_antenna_before_repair": 0,
  "drt-total-wl_mm": 2.935,
  "power.ir.vdd_worst_mv": 0.2258,
  "ys_chip_area_sq_mm": 0.001421,
  "final.period_utilization_pct": 73.62,
  "critical_path_class": "reg2reg"
}
-- layout make-up --
class / count / area [sq um] / share of cell area (%)
flip-flops and latches: 29 / 590.6 / 36.17
inverters: 5 / 18.77 / 1.149
multi-input cells: 119 / 759.5 / 46.51
clock buffers: 7 / 96.34 / 5.900
well taps: 102 / 127.6 / 7.816
clock inverters: 1 / 5.005 / 0.3065
repair buffers: 4 / 35.03 / 2.146
-- synthesized netlist by cell type --
cell type	count	area share, %
sky130_fd_sc_hd__o41ai_1	1	0.62
sky130_fd_sc_hd__nand4_1	10	4.4
sky130_fd_sc_hd__clkbuf_1	5	1.3
sky130_fd_sc_hd__o31ai_1	9	4.8
sky130_fd_sc_hd__or4b_2	1	0.70
sky130_fd_sc_hd__dfxtp_1	28	39
sky130_fd_sc_hd__and3_1	4	1.8
sky130_fd_sc_hd__or3_1	4	1.8
sky130_fd_sc_hd__and2_1	1	0.44
sky130_fd_sc_hd__o41ai_4	1	1.9
sky130_fd_sc_hd__nor2_1	16	4.2
sky130_fd_sc_hd__buf_6	3	2.4
sky130_fd_sc_hd__nand3b_1	1	0.53
sky130_fd_sc_hd__nand3_1	10	3.5
sky130_fd_sc_hd__inv_1	5	1.3
sky130_fd_sc_hd__or4_1	14	7.4
sky130_fd_sc_hd__xnor2_1	5	3.1
sky130_fd_sc_hd__xor2_1	7	4.3
sky130_fd_sc_hd__or2_1	1	0.44
sky130_fd_sc_hd__nor4_1	1	0.44
sky130_fd_sc_hd__ha_1	2	1.8
sky130_fd_sc_hd__o21ai_0	3	1.1
sky130_fd_sc_hd__or4_4	1	0.79
sky130_fd_sc_hd__nand2_1	8	2.1
sky130_fd_sc_hd__edfxtp_1	1	2.1
sky130_fd_sc_hd__and4_1	2	1.2
sky130_fd_sc_hd__a21oi_1	13	4.6
sky130_fd_sc_hd__nor3_1	2	0.70
sky130_fd_sc_hd__or2_2	2	0.88
-- final timing paths --
kind,from,end,slack [ns],cells past startpoint
max,counter[16]$_SDFF_PP0_,counter[6]$_SDFF_PP0_,0.84,5
min reg2reg,counter[23]$_SDFF_PP0_,counter[23]$_SDFF_PP0_,0.50,2
min,counter[23]$_SDFF_PP0_,counter[23]$_SDFF_PP0_,0.50,2
max reg2reg,counter[16]$_SDFF_PP0_,counter[6]$_SDFF_PP0_,0.84,5
-- layer usage --
layer	global-route usage [%]	vias up	share of wire, %
met2	7.113	15	44
met4	0.4647	0	0
met5	0	-	0
met3	1.704	0	4.4
met1	8.279	555	52
li1	-	603	-
-- through the flow --
step                      cells  power (mW)  setup slack, ns
after CTS                   267      0.7288           0.8549
after floorplan             161      0.3953           0.8336
after global placement      259      0.3981           0.8504
after global routing        267      0.7534           0.7596
final                       267      0.7202           0.8440
after detailed placement    259      0.3983           0.8712
-- logic make-up (layout without fill, tap and decap cells) --
family                   after synthesis  count (layout)  share of synthesized area, %
AND/OR/NAND/NOR                       78              78                         31.34
buffers and inverters                 13              17                         5.018
adder cells (fa/ha/maj)                2               2                         1.760
flip-flops                            29              29                         41.55
XOR/XNOR                              12              12                         7.394
AND-OR/OR-AND                         27              27                         12.94
-- state kept, by name, indices dropped and copies added (netlist names) --
register,count
clk_prescaled,1
sync_ena,1
counter,27
-- power by group --
group          switching, mW  internal, mW  total (mW)
Clock                  0.136         0.194       0.329
Combinational         0.0103       0.00816      0.0185
Sequential           0.00561         0.367       0.372
Total                  0.151         0.569       0.720
-- worst reg2reg max path, cell delays in order, from the launching register on --
cell,delay [ns]
sky130_fd_sc_hd__dfxtp_1,0.37
sky130_fd_sc_hd__or4_1,0.56
sky130_fd_sc_hd__or4_4,0.57
sky130_fd_sc_hd__o41ai_4,0.38
sky130_fd_sc_hd__buf_4,0.29
sky130_fd_sc_hd__nor2_1,0.08
Power is estimated from default activity; no workload was simulated.
